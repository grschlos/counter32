## constraint.sdc

```tcl
current_design dac

set clk_period 7.2
set clk_io_pct 0.2

create_clock -name clk0 -period $clk_period [get_ports {clk}]

set non_clock_inputs [all_inputs -no_clocks]
set_input_delay [expr $clk_period * $clk_io_pct] -clock clk0 $non_clock_inputs
set_output_delay [expr $clk_period * $clk_io_pct] -clock clk0 [all_outputs]
```

## config.mk

```make
export PLATFORM = sky130hd
export DESIGN_NAME = dac
export DESIGN_NICKNAME = dac
export VERILOG_FILES = /design/flow/design.v
export SDC_FILE = /design/flow/constraint.sdc
export NUM_CORES = 4
export LEC_CHECK = 1
export CORE_UTILIZATION = 30
```

## design.v

```verilog
module dac
#(
	parameter DATA_WIDTH=8, parameter ADDR_WIDTH=11
 )
(
 input wire clk,
 input wire init, input wire res,
 input wire we, input wire [DATA_WIDTH-1:0]addr,
 input wire [DATA_WIDTH-1:0]data_in,
 output wire [DATA_WIDTH-1:0]data_out,
 input wire we32,
 input wire [31:0]data_in32,
 output reg READ,
 output reg nCS,
 output reg nRESET,
 output reg nLDAC,
 output wire [1:0]ch,
 output wire [11:0]data,
 input wire startStep,
 output reg start_counter
);
reg [DATA_WIDTH-1:0]ram[ADDR_WIDTH-1:0];
wire [3:0]mask;
assign data[7:0]  = ram[1];
assign data[11:8] = ram[2][3:0];
assign mask = ram[2][7:4];
wire reset;
assign reset = res || ram[0][0];
always @(posedge clk) begin 
	if(reset) begin
		ram[0] <= 8'b00000000;
		ram[1] <= 8'b00000000;
		ram[2] <= 8'b10001000;
	end
	if(init) begin
		ram[0] <= 8'b00000000;
		ram[1] <= 8'b00000000;
		ram[2] <= 8'b10001000;
	end
	if(we) begin
		case(addr)
			8'h02:  ram[3] <= data_in;
			8'h03:  ram[4] <= data_in;
			8'h04:  ram[5] <= data_in;
			8'h05:  ram[6] <= data_in;
			8'h06:  ram[7] <= data_in;
			8'h07:  ram[8] <= data_in;
			8'h08:  ram[9] <= data_in;
			8'h09:  ram[10] <= data_in;
			8'h0a:  ram[0] <= data_in;
			8'h0b:  ram[1] <= data_in;
			8'h0c: begin
				ram[2] <= data_in;
				case(mask)
					4'b1000: ch <= 2'b00;
					4'b0100: ch <= 2'b01;
					4'b0010: ch <= 2'b11;
					4'b0001: ch <= 2'b10;
					default: ch <= 2'b00;
				endcase
			end
		endcase
	end
	if(we32) begin
		if(addr == 8'h0d) begin
			ram[1] <= data_in32[7:0];
			ram[2] <= data_in32[15:8];
			case(mask)
				4'b1000: ch <= 2'b00;
				4'b0100: ch <= 2'b01;
				4'b0010: ch <= 2'b11;
				4'b0001: ch <= 2'b10;
				default: ch <= 2'b00;
			endcase
	  	end
	end
	case(addr)
		8'h02: 	data_out <= ram[3];
		8'h03:   data_out <= ram[4];
		8'h04: 	data_out <= ram[5];
		8'h05:   data_out <= ram[6];
		8'h06: 	data_out <= ram[7];
		8'h07:   data_out <= ram[8];
		8'h08: 	data_out <= ram[9];
		8'h09:   data_out <= ram[10];
		8'h0a:	data_out <= ram[0];
		8'h0b:   data_out <= ram[1];
		8'h0c:   data_out <= ram[2];
		8'h0d:   data_out <= ram[1];
		8'h0e:	data_out <= ram[2];
	endcase
	if(reset) begin
		ram[0] <= 0;
		ram[1] <= 0;
		ram[2] <= 8'b10001000;
	end
end
dac_7624 #(.CLK_FREQ(50000000)) dac_7624_inst
(
	READ,
	nCS,
	nRESET,
	nLDAC,
	startStep,
	start_counter,
	clk,
	reset,
	init,
	we
);
endmodule
module dac_7624 #(parameter CLK_FREQ=50000000)
(
 output reg READ,
 output reg nCS,
 output reg nRESET,
 output reg nLDAC,
 input wire startStep,
 output reg start_counter,
 input wire clk,
 input wire reset,
 input wire init,
 input wire write
);
(* syn_encoding = "safe" *) reg [3:0] state;
parameter INIT = 0, IDLE = 1, RESET0 = 2, RESET1 = 3, FIN0 = 4, FIN1 = 5, WRITE0 = 6, WRITE1 = 7, WRITE2 = 8, WRITE3 = 9, DLY0 = 10, DLY1 = 11;
integer res_count;
integer write_count;
integer start_count;
always @(posedge clk) begin
   if (init)  state <= INIT;
	if (reset) state <= RESET0;
   case (state)
	   INIT: begin
			READ <= 1'b1;
			nCS <= 1'b1;
		   nRESET <= 1'b1;
			nLDAC <= 1'b1;
			state <= IDLE;
		end
	   IDLE: begin
		   if (reset) begin
			   state <= RESET0;
			end
			if (init) begin 
				state <= INIT;
			end
			if (startStep) begin
				state <= FIN0;
			end
			else begin
			   if (write) begin
			      state <= DLY0;
				end
				else begin
					state <= IDLE;
				end
			end
		end
		FIN0: begin
			if (reset) begin
				state <= RESET0;
			end
			start_count <= 5;
			start_counter <= 1'b1;
			state <= FIN1;
		end
		FIN1: begin
			if (reset) begin
				start_counter <= 1'b0;
				state <= RESET0;
			end
			if (start_count > 0) begin
				start_count <= start_count - 1;
			end
			else begin
				start_counter <= 1'b0;
				state <= IDLE;
			end
		end
		RESET0: begin
			nRESET <= 1'b0;
		   res_count <= 3;
			state <= RESET1;
		end
		RESET1: begin
		   if (res_count > 0) begin
				res_count <= res_count - 1;
			end
			else begin
			   state <= INIT;
			end
		end
		DLY0: begin
			if (reset) begin
				state <= RESET0;
			end
			write_count <= 10;
			state <= DLY1;
		end
		DLY1: begin
			if (reset) begin
				state <= RESET0;
			end
			if (write_count>0) begin
				write_count <= write_count - 1;
			end
			else begin
				state <= WRITE0;
			end
		end
		WRITE0: begin
			if (reset) begin
			   state <= RESET0;
			end
			READ <= 1'b0;
			nLDAC <= 1'b0;
			write_count <= 3;
			state <= WRITE1;
		end
		WRITE1: begin
			if (reset) begin
			   state <= RESET0;
			end
		   if (write_count>0) begin
				write_count <= write_count - 1;
			end
			else begin
			   write_count <= 3;
				nCS <= 1'b0;
			   state <= WRITE2;
			end
		end
		WRITE2: begin
			if (reset) begin
			   state <= RESET0;
			end
			if (write_count>0) begin
				write_count <= write_count - 1;
			end
			else begin
				write_count <= 4;
				nCS <= 1'b1;
				state <= WRITE3;
			end
		end
		WRITE3: begin
			if (reset) begin
			   state <= RESET0;
			end
			if (write_count>0) begin
				write_count <= write_count - 1;
			end
			else begin
				nLDAC <= 1'b1;
				READ <= 1'b1;
				if (startStep) begin
					state <= FIN0;
				end
				else begin
					state <= IDLE;
				end
			end
		end
		default: begin
		   state <= IDLE;
		end
	endcase
end
endmodule
```

## run.sh

```bash
#!/bin/bash
# OpenROAD 26Q1-2900-gdf79404cd8, Yosys 0.63+post, stock flow scripts
make -C /OpenROAD-flow-scripts/flow DESIGN_CONFIG=/design/flow/config.mk WORK_HOME=/design/flow/orfs finish
```

==> results_dict.tcl <==
# implementation run metrics
set metrics [dict create \
    grt_usage 0.139 \
    rsz0062_at_grt "no" \
    power_density_nw_per_um2 306 \
    status "complete, no violations" \
    gp_congestion 0.838 \
    tns_ps 0 \
    internal_power_mw 2.61 \
    required_ps 7440 \
    antenna_found_initial 0 \
    mux_area_frac 0.0190 \
    ys.flop_type "edfxtp_1" \
    grt_pass1_wl_microns 35800 \
    layout_min_cycle_time_ps 3780 \
    slew_headroom 0.454 \
    synthToLayoutAreaGrowth_pct 20.5 \
    grt_pass1_vias 6774 \
    netSwitchingPower_mw 1.03 \
    first_pass_iters 5 \
    cts_hold_buf 0 \
    ys_sh_adder 0.00632 \
    maxCapViolCount 0 \
    pwr-share-seq 0.477 \
    num_vias 6994 \
    clockBufferDepth 3 \
    place_hpwl_microns 14300 \
    htree_levels 1 \
    root_buffer "clkbuf_16" \
    period_used_share 0.525 \
    top_area_frac 0.522 \
    synthTopCellsByArea "edfxtp_1 52%, dfxtp_1 6.1%, nor2_1 5.3%" \
    clock_power_share 0.352 \
    peakVddDrop_uv 165 \
    core_sq_um 32500 \
    cts_sinks 202 \
    cp_num_buf_inv 1 \
    ctsResizeCount 0 \
    top_area_cell "edfxtp_1" \
    worst-path-max-fanout 24 \
    diodes 0 \
    path_cells "clkdlybuf4s50_1 > nor2b_1 > nor2b_1 > a221oi_1 > o21ai_0 > a22oi_1 > nand2_1" \
    vias_per_cell 4.95 \
    comb_power_share 0.172 \
    grt_max_degree 34 \
    yosys.cell_types.count 65 \
    die_h_microns 184 \
    postSynthAreaPerCell_sq_um 11.1 \
    ys_seq_share 0.583 \
    aoi_share 0.104 \
    cts_setup_buffers 0 \
    synth_flops 202 \
    yosysChipArea_sq_um 9890 \
    leakagePower_nw 3.70 \
    end_kind "register" \
    drt-total-wl_microns 21800 \
    drive_above_1_share 0.0887 \
    warning_count 43 \
    drt_iter0_markers 565 \
    synth.cell_area_sq_um 9890 \
    tightest_slew_ps 817 \
    drc 0 \
    final_hold_viol_count 0 \
    finalPower_mw 3.64 \
    slowest_delay_ps 1000 \
    met1_usage 0.217 \
    slowest_stage "clkdlybuf4s50_1" \
    antenna_left 0 \
    fmax_ghz 0.265 \
    cts_made_buffers 23 \
    fp-utilization 0.305 \
    gr-total-overflow 0 \
    edf_count 172 \
    path_clk_slew_ps 60 \
    ys_top_logic_family "simple AND/OR/NAND/NOR gates" \
    die_w_microns 184 \
    synth-simple-area-share 0.200 \
    fin_skew_ps 6.70 \
    setup_viol 0 \
    ys_cells 889 \
    maxSlewViolCount 0 \
    portBuffers 64 \
    synthArstFlopShare 0 \
    met2_usage 0.204 \
    die-area_sq_um 33700 \
    met3_usage 0.0372 \
    cp.arrival_ps 4010 \
    synth_cells 889 \
    crit_family "buffers and inverters" \
    yosys.area_share.xor_xnor 0.0664 \
    cts_tree "done" \
    num_rows 66 \
    p_sw_frac 0.282 \
    fillers 3107 \
    io_pins 81 \
    yosysWarnings 26 \
    startpoint_type "input pin" \
    hold_path.class "reg -> reg" \
    wire_per_inst_microns 15.5 \
    cpMostUsedCell "nor2b_1" \
    busiest_layer "met1" \
    clock_latency_ps 500 \
    worstSetupPathType "in -> reg" \
]
synthesized netlist by cell type (all sizes together), types with 10 or more instances:
cell / count
or3: 21
a22oi: 15
nand3: 17
o21ai: 29
a21oi: 46
nor2b: 10
a211oi: 14
or4: 11
edfxtp: 172
mux2i: 12
nor3: 35
clkbuf: 35
nand2b: 11
nor3b: 25
dfxtp: 30
nor4: 24
nand4: 10
xnor2: 51
nand2: 53
xor2: 24
nor2: 139
stage by stage:
| step | instance area (sq um) | hold slack (ps) | utilization | std cells | setup WS, ps |
|---|---|---|---|---|---|
| detailed placement | 11100 | 486 | 0.341 | 1371 | 2980 |
| global placement | 11100 | 486 | 0.341 | 1371 | 2980 |
| finish | 11900 | 489 | 0.367 | 1412 | 3420 |
| global route | 11900 | 506 | 0.367 | 1412 | 3270 |
| CTS | 11900 | 494 | 0.367 | 1412 | 3510 |
| floorplan | 9890 | 396 | - | 889 | 3200 |
sequential cells by signal (all words and copies together), names as in the netlist:
signal and flops:
ch 2, ram 88, data_out 8, dac_7624_inst.res_count 32
dac_7624_inst.write_count 32, dac_7624_inst.nRESET 1, dac_7624_inst.nCS 1, dac_7624_inst.start_counter 1
dac_7624_inst.READ 1, dac_7624_inst.start_count 32, dac_7624_inst.state 4
cell type report:
cell class,count,area [sq um],area share
Clock buffer,30,632,0.0530
Multi-Input combinational cell,635,3940,0.331
Timing Repair Buffer,83,783,0.0657
Sequential cell,202,5770,0.484
Inverter,9,33.8,0.00284
Tap cell,442,553,0.0464
Clock inverter,11,204,0.0171
power by group through the flow:
stage	sequential, mW	combinational (mW)	clock [mW]
global route	1.77	0.702	1.35
finish	1.74	0.625	1.28
CTS	1.73	0.633	1.31
routing by layer:
layer,part of all wire,wire length (microns),vias up
li1,-,-,3446
met1,0.46,10100,3336
met2,0.44,9680,172
met3,0.069,1510,40
met4,0.025,547,0
met5,0,0,-
final timing paths:
path / from / to / slack [ps] / cells after the start
max: addr[3] / data_out[0] / 3420 / 7
min reg2reg: ch[1] / ch[1] / 490 / 2
max reg2reg: dac_7624_inst.start_count[0] / dac_7624_inst.start_counter / 4060 / 8
min: ch[1] / ch[1] / 490 / 2
logic make-up (layout without fill, tap and decap cells):
group / count (synthesis) / after routing
simple gates: 382 / 382
compound gates: 155 / 155
fa+ha+maj: 5 / 5
flops: 202 / 202
buf+inv: 52 / 133
xor+xnor: 75 / 75
mux: 18 / 18
placed cells by master (no fill, tap or decap), types with 5 or more instances in the layout:
cell,n
nor3_1,31
xor2_1,24
nand2b_1,11
clkdlybuf4s50_1,64
a222oi_1,5
dfxtp_1,30
edfxtp_1,172
nor2b_1,10
nand2_1,53
a221oi_1,9
and2_1,7
a22oi_1,15
or2_2,5
or4_1,9
nand3_1,17
nor2_1,139
inv_1,9
xnor2_1,51
nand4_1,10
ha_1,5
mux2i_1,12
buf_4,19
o41ai_1,5
mux2_2,6
o21ai_0,26
a211oi_1,14
nor4_1,19
clkbuf_16,23
nor3b_1,25
a21oi_1,45
bufinv_16,6
or3_1,18
a31oi_1,5
worst register-to-register path: stages (launching register included):
cell and delay [ps]:
edfxtp_1 430, inv_1 80, ha_1 200, or4b_4 510, or2_1 360, or4_4 600, o21ai_4 220, nor2_1 60
nor3_1 330
Power is estimated from default activity; no workload was simulated.
