File: ./run.sh
#!/bin/bash
# OpenROAD 26Q1-2900-gdf79404cd8, Yosys 0.63+post, stock flow scripts
make -C /OpenROAD-flow-scripts/flow DESIGN_CONFIG=/design/flow/config.mk WORK_HOME=/design/flow/orfs finish
File: ./config.mk
export PLATFORM = sky130hd
export DESIGN_NAME = selector
export DESIGN_NICKNAME = selector
export VERILOG_FILES = /design/flow/design.v
export SDC_FILE = /design/flow/constraint.sdc
export NUM_CORES = 4
export LEC_CHECK = 1
export CORE_AREA = 10 10 70 70
export DIE_AREA = 0 0 80 80
File: ./constraint.sdc
current_design selector

set clk_period 2.5
set clk_io_pct 0.2

create_clock -name clk0 -period $clk_period

set non_clock_inputs [all_inputs -no_clocks]
set_input_delay [expr $clk_period * $clk_io_pct] -clock clk0 $non_clock_inputs
set_output_delay [expr $clk_period * $clk_io_pct] -clock clk0 [all_outputs]
File: ./design.v
module selector(
 input [7:0]addr,
 input [7:0]counter,
 input [7:0]version,
 input [7:0]dac,
 output reg [7:0]data
);
always @*
begin
	if (addr==0) begin
		data = version;
	end
	else if ((addr>=8'h02)&&(addr<=8'h06)) begin 
		data = dac;
	end
	else if ((addr>=8'h26)&&(addr<=8'hac)) begin
		data = counter;
	end
	else begin 
		data = 0;
	end
end
endmodule
==> impl_table.tex <==
% Yosys + OpenROAD metrics
\begin{tabular}{lr}
\hline
Metric & Value \\
\hline
\multicolumn{2}{l}{\textbf{Placement}} \\
Number of cells after detailed placement & 129 \\
Final weighted congestion in routability-driven placement & 0.826 \\
Placement-stage worst setup slack & -0.324 ns \\
Half-perimeter wire length after placement & 1490 um \\
Number of input and output port buffers inserted & about 40 \\
\multicolumn{2}{l}{\textbf{Global routing}} \\
Global route overflow & 0 \\
Initial antenna violation count & 0 \\
Largest net degree at the start of global routing & 9 \\
Number of global-route vias before repair & $\sim$560 \\
All-layer global routing usage & 5.20\% \\
Wire length of the first global-routing pass & about 2800 um \\
\multicolumn{2}{l}{\textbf{Die}} \\
Die height & approximately 80 um \\
Total Die Area & 6400 sq um \\
Standard-cell rows & 21 \\
Area of the placeable core & around 3400 sq um \\
I/O pins & 40 \\
Die width & around 80 um \\
Share of the core filled by cells before placement & 7.66\% \\
\multicolumn{2}{l}{\textbf{Final layout}} \\
Filler-free cell count of the finished design & 134 \\
Fill count & 364 \\
Number of clock buffers in the layout & 0 \\
Final core utilization & a little under a quarter \\
Sequential cell area & 0 sq um \\
Count of sequential standard cells & 0 \\
Syn-to-layout area delta & 211\% \\
Fraction of final layout cells with drive strength greater than 1 & about a fifth \\
\multicolumn{2}{l}{\textbf{STA}} \\
Final period util & 98.5\% \\
RSZ-0062 raised after global routing & false \\
Worst Max-Slew Pin Slew & 0.303 ns \\
Final tally of hold violations & 0 \\
Setup Viol. Count Final & 0 \\
Setup ws final & just under 0.04 ns \\
Number of pins with negative max-slew slack in the final report & 0 \\
Slew headroom & between 70\% and 80\% \\
Time the worst path needs with I/O delays and setup & 2.46 ns \\
Fmax & just over 400 MHz \\
Setup total negative slack & 0 ns \\
\multicolumn{2}{l}{\textbf{Detailed routing}} \\
Routed via count & around 540 \\
First-iteration detailed-routing DRC count & 32 \\
Remaining antenna violation count & 0 \\
DRC & 0 \\
Average wire per cell in the routed design & between 10 and 15 um \\
Number of diodes added for antenna fixing & 0 \\
Via density & slightly above 4 \\
Total wire length after detailed routing & approximately 1800 um \\
Number of detailed-routing iterations run before antenna repair & 2 \\
\multicolumn{2}{l}{\textbf{Worst setup path}} \\
Critical Path Start Type & primary input \\
Data arrival time at the worst-slack endpoint & 1.96 ns \\
Kind of end point of the critical path & primary output \\
Critical path peak fanout & 7 \\
Setup Crit Path Kind & in -> out \\
Worst EP required & 2.00 ns \\
\multicolumn{2}{l}{\textbf{Worst hold path}} \\
Worst hold path class & in -> out \\
\multicolumn{2}{l}{\textbf{Power}} \\
Worst IR Drop VDD & approximately 26 uV \\
Power Dens Cells & $\sim$160 nW/um\^{}2 \\
Static Leakage & between 0.3 and 0.4 nW \\
Post-route total power & 0.128 mW \\
\multicolumn{2}{l}{\textbf{Synth}} \\
List of most frequent post-synthesis cells & a32oi\_1, o21ai\_0, o22ai\_1 \\
Top-area cell share & 26.8\% \\
Post-synthesis average cell area & slightly below 7 sq um \\
Number of distinct standard cells referenced by the synthesized netlist & 15 \\
Leading area contributor after synthesis & a32oi\_1 \\
Yosys stat area & 262 sq um \\
Ys cells & 38 \\
Top cells by area, synth & a32oi\_1, o22ai\_1, o21ai\_0 \\
Synth Seq Share & 0\% \\
Warnings from Yosys & 1 \\
Instance tally after logic synthesis & 38 \\
Cell Area, Synth & around 260 sq um \\
\multicolumn{2}{l}{\textbf{Job}} \\
Number of warnings in the stage logs & 32 \\
Max-Cap Viols & 0 \\
\multicolumn{2}{l}{\textbf{Run status}} \\
Result of the run & finished clean \\
\multicolumn{2}{l}{\textbf{CTS}} \\
Hold buffer count at CTS & 0 \\
\hline
\end{tabular}
per-stage QoR:
step	hold WS, ns	area, sq um
2_1_floorplan	1.10	262
3_3_place_gp	1.96	761
3_5_place_dp	1.96	761
4_1_cts	1.78	808
5_1_grt	1.80	813
6_report	1.77	813
worst max-delay path, cell delays in order:
cell and delay, ns:
clkdlybuf4s50_1 0.53, nor3_1 0.06, buf_4 0.13, buf_4 0.15
a32oi_1 0.21, o22ai_1 0.13, dlygate4sd2_1 0.25
layout make-up:
| class | instances | area, sq um | area share, % |
|---|---|---|---|
| Timing Repair Buffer | 51 | 473 | 58.2 |
| Tap cell | 46 | 57.6 | 7.08 |
| Multi-Input combinational cell | 37 | 283 | 34.8 |
worst paths after layout:
path / from / depth (start not counted) / end
min: counter[5] / 4 / data[5]
max: addr[0] / 7 / data[0]
logic make-up after synthesis:
kind of cell	share of synthesized area [%]
compound gates	78.9
buf+inv	1.43
simple gates	19.6
per-layer routing:
layer	vias to the layer above	global-route usage [%]	part of all wire [%]
li1	273	-	-
met1	249	6.59	44
met2	22	9.31	48
met3	0	1.02	7.5
met4	0	0	0
met5	-	0	0
placed cells by master (no fill, tap or decap), types with 2 or more instances in the layout:
cell,n
o22ai_1,7
nor2_1,2
clkdlybuf4s50_1,26
a32oi_1,6
o21ai_0,8
nor3_1,2
a32oi_2,2
dlygate4sd2_1,13
buf_4,10
power by group:
part           internal, mW  switching [mW]  leakage, nW
clock                     0               0            0
sequential                0               0            0
combinational        0.0853          0.0425        0.315
total                0.0853          0.0425        0.315
what timing repair did:
item / in CTS / in global routing
gates resized: 18 / 2
pin swaps: 6 / 0
endpoints found under the hold margin: 0 / 0
cloned: 0 / 0
setup endpoints to repair: 8 / 8
setup buffers: 5 / 0
Power figures rest on the tool's default switching activity, not on a simulated workload.
