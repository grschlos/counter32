==> design.v <==
module command #(parameter CLK_FREQ=200000000)
(
	input	clk, input reset, input init,
	output reg reset_out,
	input we_addr_vjtag,
	input [7:0]addr_vjtag,
	input we_addr_export,
	input [7:0]addr_export,
	output reg [7:0]addr,
	input write_vjtag,
	input write_export,
	input write32_export,
	output reg sw_out,
	output reg sw_out32,	
	input [7:0]data_in_export,
	input [7:0]data_in_vjtag,
	input [31:0]data_in32_export,
	output reg [7:0]data_out,
	output reg [31:0]data_out32
); 
	(* syn_encoding = "safe" *) reg [3:0] state;
	parameter D0 = 0, R0 = 1, R1 = 2, SW0 = 3, SW1 = 4, vjtag_AD0 = 5, vjtag_AD1 = 6, export_AD0 = 7, export_AD1 = 8, INIT0 = 9, SW0_export = 10, SW1_export = 11, SW0_export32 = 12, SW1_export32 = 13;
	integer delay = CLK_FREQ/2500000;
	integer res_count;
	integer sw_count;
	integer AD_count;
	always @ (posedge clk) begin
			case (state)
				D0: begin
					reset_out = 1'b0;
					sw_out  = 1'b0;
					sw_out32  = 1'b0;
					 if(!reset || (addr == 8'h01 && data_out == 8'h02))
							state <= R0;
					 if(write_vjtag)
							state <= SW0;
					if(write_export)
							state <= SW0_export;
					if(write32_export)
							state <= SW0_export32;
					 if(we_addr_vjtag)
							state <= vjtag_AD0;
					 if(we_addr_export)
							state <= export_AD0;
					 if(init)
							state <= INIT0;
				end
				R0: begin
					res_count <= CLK_FREQ/1000;
					state <= R1;
				end
				R1:
					if (res_count > 0) begin
						state <= R1;
						res_count <= res_count - 1;
						addr <= 8'h00;
						reset_out = 1'b1;
					end
					else begin
						state <= D0;
					end
				SW0: begin
					sw_count <= delay;
					state <= SW1;
				end
				SW1:
					if (sw_count > 0) begin
						state <= SW1;
						sw_count <= sw_count - 1;
						sw_out  = 1'b1;
						data_out <= data_in_vjtag;
					end
					else begin
						state <= D0;
					end
				SW0_export: begin
					sw_count <= delay;
					state <= SW1_export;
				end
				SW1_export:
					if (sw_count > 0) begin
						state <= SW1_export;
						sw_count <= sw_count - 1;
						sw_out  = 1'b1;
						data_out <= data_in_export;
					end
					else begin
						state <= D0;
					end
				SW0_export32: begin
					sw_count <= delay;
					state <= SW1_export32;
					end
				SW1_export32:
					if (sw_count > 0) begin
						state <= SW1_export32;
						sw_count <= sw_count - 1;
						sw_out32  = 1'b1;
						data_out32 <= data_in32_export;
					end
					else begin
						state <= D0;
					end
				vjtag_AD0: begin
					AD_count <= delay;
					state <= vjtag_AD1;
					end
				vjtag_AD1:
					if (AD_count > 0) begin
						state <= vjtag_AD1;
						AD_count <= AD_count - 1;
						addr <= addr_vjtag;
					end
					else begin
						state <= D0;
					end
				export_AD0: begin
					AD_count <= delay;
					state <= export_AD1;
				end
				export_AD1:
					if (AD_count > 0) begin
						state <= export_AD1;
						AD_count <= AD_count - 1;
						addr <= addr_export;	
					end
					else begin
						state <= D0;
					end
				INIT0: begin
					addr <= 0;
					state <= D0;
				end
				default:
						state <= D0;
			endcase
	end
endmodule
==> run.sh <==
#!/bin/bash
# OpenROAD 26Q1-2900-gdf79404cd8, Yosys 0.63+post, stock flow scripts
make -C /OpenROAD-flow-scripts/flow DESIGN_CONFIG=/design/flow/config.mk WORK_HOME=/design/flow/orfs finish
==> config.mk <==
export PLATFORM = sky130hd
export DESIGN_NAME = command
export DESIGN_NICKNAME = command
export VERILOG_FILES = /design/flow/design.v
export SDC_FILE = /design/flow/constraint.sdc
export NUM_CORES = 4
export LEC_CHECK = 1
export CORE_UTILIZATION = 40
==> constraint.sdc <==
current_design command

set clk_period 13.3
set clk_io_pct 0.2

create_clock -name clk0 -period $clk_period [get_ports {clk}]

set non_clock_inputs [all_inputs -no_clocks]
set_input_delay [expr $clk_period * $clk_io_pct] -clock clk0 $non_clock_inputs
set_output_delay [expr $clk_period * $clk_io_pct] -clock clk0 [all_outputs]
==> flow_metrics.tcl <==
# metrics dict for downstream scripts
set metrics [dict create \
    crit_type "flop to output port" \
    cts_setup_buffers 0 \
    finalCritPeriodShare 0.297 \
    avgViaCountPerCell 5.37 \
    htree_levels 4 \
    route.antenna.diode_count 0 \
    hold_class "flop to flop" \
    cts.sinks 151 \
    drtIter0Drc 416 \
    syn_inst 646 \
    cts_tree "yes" \
    rsz0062_at_grt "false" \
    common_cells "edfxtp_1 (151), nor2_1 (114), xnor2_1 (54)" \
    fmax_mhz 254 \
    edf_count 151 \
    maxCapViolCount 0 \
    cts.clk_slew.worst_paths_ns 0.06 \
    tightest_slew_ns 0.831 \
    avgSynthCellArea_um2 11.7 \
    grt_max_degree 34 \
    drive_gt1_frac 0.0896 \
    comb_power_share 0.269 \
    most_common_cell "edfxtp_1" \
    gr-total-overflow 0 \
    synth_flops 151 \
    dr.pass1.iters 28 \
    ant_nets 0 \
    drv_slew 0 \
    async_flop_share 0 \
    cts_buffer_depth 2 \
    fp.dieW_um 139 \
    grt_pass1_vias 5157 \
    io_buffers 122 \
    rows 49 \
    fillers 1501 \
    tool_warnings 26 \
    dp_hpwl_mm 10.9 \
    gp_congestion 0.814 \
    numCtsBuffers 17 \
    routed_wl_mm 15.8 \
    setup_violations 0 \
    io_pins 123 \
    antenna_found_initial 0 \
    status "finished, final reports clean" \
    p_switching_w 0.000616 \
    grt_first_pass_wirelength_mm 25.9 \
    p_per_area_nw_per_um2 192 \
    p_leak_nw 2.98 \
    cpLargestDelayFamily "buffers and inverters" \
    power.share.clock 0.260 \
    coreArea_um2 18200 \
    vias 5427 \
    swShare 0.334 \
    path_max_fanout 1 \
    yosysWarnings 1 \
    grt_usage 0.176 \
    fp_util 0.414 \
    syn_area_um2 7530 \
    ys_chip_area_um2 7530 \
    power.internal_w 0.00123 \
    wl_per_cell_um 15.6 \
    min_period_ns 3.94 \
    post_cts_resize_count 0 \
    start_kind "flop" \
    cts_hold_buffers 0 \
    power_frac_seq 0.470 \
    crit_buf_inv 1 \
    tns_ns 0 \
    ys_cells 646 \
    ys_types 56 \
    cp_slowest_cell "clkdlybuf4s50_1" \
    fin_hold_ws_ns 0.614 \
    area_leaders "edfxtp_1 (60%), xnor2_1 (6.3%), nor2_1 (5.7%), xor2_1 (2.3%), nor3_1 (2.3%)" \
    cts_root_buf "clkbuf_16" \
    top_area_cell "edfxtp_1" \
    slew_headroom 0.442 \
    cp-end-kind "output port" \
    worstPathRequired_ns 10.64 \
    area_growth_pct 27.5 \
    final-hold-violation-count 0 \
    synth.top_cell.area_share 0.602 \
    crit_chain "clkdlybuf4s50_1" \
    ir_drop_mv 0.103 \
    clock_latency_ns 0.42 \
    drc 0 \
    dieArea_um2 19400 \
    die_h_um 139 \
    arrival_ns 1.28 \
    ff_type "edfxtp_1" \
    slowest_delay_ns 0.50 \
    finClkSkew_ns 0.0129 \
    ys_seq_frac 0.602 \
]
==> layer usage <==
layer | wire (um) | share of wire | GRT usage | up-vias
li1 | - | - | - | 2666
met1 | 7480 | 0.47 | 0.291 | 2577
met2 | 7080 | 0.45 | 0.258 | 173
met3 | 1070 | 0.068 | 0.0496 | 11
met4 | 139 | 0.0088 | 0.0170 | 0
met5 | 0 | 0 | 0 | -
==> cells in the final DEF (no fill, tap or decap), drive strengths merged, types with 11 or more instances in the layout <==
cell / count
a21oi: 16
a22oi: 11
clkbuf: 18
clkdlybuf4s50: 122
edfxtp: 151
inv: 19
nand2: 28
nand3: 17
nor2: 114
nor3: 35
nor4: 28
o21ai: 15
or2: 12
or3: 16
or4: 17
xnor2: 54
xor2: 20
==> stage by stage <==
| stage | power [W] | utilization | setup WS, ns | instances | instance area [um^2] |
|---|---|---|---|---|---|
| after floorplan | 0.00118 | - | 8.83 | 646 | 7530 |
| after global placement | 0.00136 | 0.495 | 9.10 | 978 | 9010 |
| after detailed placement | 0.00137 | 0.495 | 9.05 | 978 | 9010 |
| after CTS | 0.00186 | 0.527 | 9.32 | 1010 | 9600 |
| after global routing | 0.00196 | 0.527 | 9.32 | 1010 | 9600 |
| final | 0.00185 | 0.527 | 9.36 | 1010 | 9600 |
==> power groups by stage <==
| stage | registers, W | clock network [W] | logic, W |
|---|---|---|---|
| finish | 0.000868 | 0.000481 | 0.000498 |
| global route | 0.000892 | 0.000511 | 0.000554 |
| CTS | 0.000868 | 0.000494 | 0.000502 |
==> state kept, by name, indices dropped and copies added (netlist names) <==
name,cells
data_out32,32
sw_count,32
AD_count,32
sw_out32,1
sw_out,1
reset_out,1
addr,8
res_count,32
data_out,8
state,4
==> final timing paths <==
| kind | from | end | slack, ns | depth (start not counted) |
|---|---|---|---|---|
| max | sw_out | sw_out | 9.36 | 1 |
| min | res_count[10] | res_count[10] | 0.61 | 2 |
| max reg2reg | sw_count[0] | sw_count[28] | 9.79 | 8 |
| min reg2reg | res_count[10] | res_count[10] | 0.61 | 2 |
==> kinds of logic after synthesis <==
kind of cell	share of synthesized area
buffers and inverters	0.0209
flip-flops	0.602
XOR/XNOR	0.0861
AND-OR/OR-AND	0.0610
AND/OR/NAND/NOR	0.208
multiplexers	0.0148
adder cells (fa/ha/maj)	0.00665
==> final cells by class <==
class | count | area (um^2) | share of cell area
Clock buffer | 18 | 429 | 0.0447
Timing Repair Buffer | 128 | 1270 | 0.132
Sequential cell | 151 | 4530 | 0.472
Multi-Input combinational cell | 456 | 2870 | 0.299
Inverter | 14 | 52.6 | 0.00547
Clock inverter | 14 | 164 | 0.0171
Tap cell | 229 | 287 | 0.0298
Power figures rest on the tool's default switching activity, not on a simulated workload.
